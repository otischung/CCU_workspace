==> flow/design.v <==
module div_clk(clk, rst, clk_1hz);
	input rst;
	input clk;
	output reg clk_1hz;
	integer counter;
	always @(posedge clk or negedge rst) begin  
		if (!rst)
			clk_1hz <= 0;
		else if (counter >= 25000000)
			clk_1hz <= ~clk_1hz;
	end
	always @(posedge clk or negedge rst) begin  
		if (!rst)
			counter <= 0;
		else if (counter >= 25000000)
			counter <= 0;
		else
			counter <= counter + 1;
	end
endmodule
module seven_seg(clk, seg_number, seg_data);
	input clk;
	input [3:0] seg_number;
	output reg [7:0] seg_data;
	always @(posedge clk) begin  
		case (seg_number)
			4'd0: seg_data <= 8'b1100_0000;
			4'd1: seg_data <= 8'b1111_1001;
			4'd2: seg_data <= 8'b1010_0100;
			4'd3: seg_data <= 8'b1011_0000;
			4'd4: seg_data <= 8'b1001_1001;
			4'd5: seg_data <= 8'b1001_0010;
			4'd6: seg_data <= 8'b1000_0010;
			4'd7: seg_data <= 8'b1101_1000;
			4'd8: seg_data <= 8'b1000_0000;
			4'd9: seg_data <= 8'b1001_0000;
			default: seg_data <= seg_data;
		endcase
	end
endmodule
module CLA(clk, rst, A, B, carry, Y);
	input clk;
	input rst;
	input [3:0] A;
	input [3:0] B;
	input carry;
	output [4:0] Y;
	reg	[3:0] P;
	reg	[3:0] G;
	reg	[4:0] S;
	reg	[4:0] C;
	assign Y = S;
	always @(posedge clk or negedge rst) begin
		if (!rst) begin
			P <= 4'd0;
			G <= 4'd0;
			S <= 5'd0;
			C <= 5'd0;
		end else begin
			P <= A ^ B;
			G <= A & B;
			C[1] <= G[0] | (P[0] & carry);
			C[2] <= G[1] | (P[1] & G[0]) | (P[1] & P[0] & carry);
			C[3] <= G[2] | (P[2] & G[1]) | (P[2] & P[1] & G[0]) | (P[2] & P[1] & P[0] & carry);
			S[4] <= G[3] | (P[3] & G[2]) | (P[3] & P[2] & G[1]) | (P[3] & P[2] & P[1] & G[0]) | (P[3] & P[2] & P[1] & P[0] & carry);
			S[0] <= P[0] ^ carry;
			S[1] <= P[1] ^ C[1];
			S[2] <= P[2] ^ C[2];
			S[3] <= P[3] ^ C[3];
		end
	end
endmodule
module DE10_LITE_Golden_Top(
	input 		          		ADC_CLK_10,
	input 		          		MAX10_CLK1_50,
	input 		          		MAX10_CLK2_50,
	output		    [12:0]		DRAM_ADDR,
	output		     [1:0]		DRAM_BA,
	output		          		DRAM_CAS_N,
	output		          		DRAM_CKE,
	output		          		DRAM_CLK,
	output		          		DRAM_CS_N,
	inout 		    [15:0]		DRAM_DQ,
	output		          		DRAM_LDQM,
	output		          		DRAM_RAS_N,
	output		          		DRAM_UDQM,
	output		          		DRAM_WE_N,
	output		     [7:0]		HEX0,
	output		     [7:0]		HEX1,
	output		     [7:0]		HEX2,
	output		     [7:0]		HEX3,
	output		     [7:0]		HEX4,
	output		     [7:0]		HEX5,
	input 		     [1:0]		KEY,
	output		     [9:0]		LEDR,
	input 		     [9:0]		SW,
	output		     [3:0]		VGA_B,
	output		     [3:0]		VGA_G,
	output		          		VGA_HS,
	output		     [3:0]		VGA_R,
	output		          		VGA_VS,
	output		          		GSENSOR_CS_N,
	input 		     [2:1]		GSENSOR_INT,
	output		          		GSENSOR_SCLK,
	inout 		          		GSENSOR_SDI,
	inout 		          		GSENSOR_SDO,
	inout 		    [15:0]		ARDUINO_IO,
	inout 		          		ARDUINO_RESET_N,
	inout 		    [35:0]		GPIO
);
	wire rst;
	wire [9:0] cnt;
	assign rst = KEY[0] & KEY[1];
	assign LEDR = SW;
	lab6 l1(MAX10_CLK1_50, rst, SW[3:0], SW[7:4], HEX0, HEX1, HEX2, HEX3, HEX4, HEX5, cnt);
endmodule
module RCA(clk, rst, A, B, carry, Y);
	input clk;
	input rst;
	input [3:0] A;
	input [3:0] B;
	input carry;
	output [4:0] Y;
	reg	[4:0] S;
	reg	[4:0] C;
	assign Y = S;
	always @(posedge clk or negedge rst) begin
		if (!rst) begin
			S <= 5'd0;
			C <= 5'd0;
		end else begin
			S[0] <= A[0] ^ B[0] ^ carry;
			C[1] <= (A[0] & B[0]) | (A[0] & carry) | (B[0] & carry);
			S[1] <= A[1] ^ B[1] ^ C[1];
			C[2] <= (A[1] & B[1]) | (A[1] & C[1]) | (B[1] & C[1]);
			S[2] <= A[2] ^ B[2] ^ C[2];
			C[3] <= (A[2] & B[2]) | (A[2] & C[2]) | (B[2] & C[2]);
			S[3] <= A[3] ^ B[3] ^ C[3];
			S[4] <= (A[3] & B[3]) | (A[3] & C[3]) | (B[3] & C[3]);
		end
	end
endmodule
module bin2dec(A, D2, D1, D0);
    input [7:0] A;
    output [3:0] D2;
    output [3:0] D1;
    output [3:0] D0;
    assign D0 = A % 10;
    assign D1 = (A / 10) % 10;
    assign D2 = (A / 100) % 10;
endmodule
module lab6(clk, rst, A, B, HEX0, HEX1, HEX2, HEX3, HEX4, HEX5, cnt);
	input clk;
	input rst;
	input [3:0] A;
	input [3:0] B;
	output [7:0] HEX0;
	output [7:0] HEX1;
	output [7:0] HEX2;
	output [7:0] HEX3;
	output [7:0] HEX4;
	output [7:0] HEX5;
	output reg [9:0] cnt;
	wire [4:0] CLAout;
	wire [4:0] RCAout;
	wire [7:0] multiout;
	wire [4:0] num0;
	wire [4:0] num1;	
	wire [4:0] num2;
	wire [4:0] num3;
	wire [4:0] num4;
	wire [4:0] num5;
	RCA xl0(clk_1hz, rst, A, B, 1'b0, RCAout);
	CLA xl1(clk_1hz, rst, A, B, 1'b0, CLAout);
	multiplier xl2(clk_1hz, rst, A, {1'b0, B[2:0]}, multiout);
	div_clk	xc0(.clk(clk), .rst(rst), .clk_1hz(clk_1hz));
	bin2dec	xb0(.A(RCAout  ), .D1(num1), .D0(num0));
	bin2dec	xb1(.A(CLAout  ), .D1(num3), .D0(num2));
	bin2dec	xb2(.A(multiout), .D1(num5), .D0(num4));
	seven_seg xs0(.clk(clk), .seg_number(num0), .seg_data(HEX0));
	seven_seg xs1(.clk(clk), .seg_number(num1), .seg_data(HEX1));
	seven_seg xs2(.clk(clk), .seg_number(num2), .seg_data(HEX2));
	seven_seg xs3(.clk(clk), .seg_number(num3), .seg_data(HEX3));
	seven_seg xs4(.clk(clk), .seg_number(num4), .seg_data(HEX4));
	seven_seg xs5(.clk(clk), .seg_number(num5), .seg_data(HEX5));
	initial begin
		cnt <= 10'b00000_00000;
	end
	always @(posedge clk_1hz or negedge rst) begin
		if (!rst) begin
			cnt <= 10'b00000_00000;
		end else begin
			cnt <= cnt + 1;
		end
	end
endmodule
module multiplier(clk, rst, A, B, P);
	input clk;
	input rst;
	input [3:0] A;
	input [3:0] B;
	output reg [7:0] P;
	reg ov;
	reg [3:0] cnt;
	initial begin
		P <= 8'b0000_0000;
		ov <= 1'b0;
		cnt <= 4'b0000;
	end
	always @(posedge clk or negedge rst) begin
		if (!rst) begin
			cnt <= 4'b0000;
		end else if (cnt == 9) begin
			cnt <= 4'd9;
		end else begin
			cnt <= cnt + 1;
		end
	end
	always @(posedge clk or negedge rst) begin
		if (!rst) begin
			P <= 8'b0000_0000;
			ov <= 1'b0;
		end else begin
			if (cnt == 0) begin
				{ov, P} <= {ov, P} + B;
			end else if (cnt == 9) begin
				{ov, P} <= {ov, P};
			end else if (cnt % 2) begin
				if (P[0]) begin
					{ov, P} <= {ov, P} + {1'b0, A, 4'b0000};
				end else begin
					{ov, P} <= {ov, P};
				end
			end else begin
				{ov, P} <= {ov, P} >> 1;
			end
		end
	end
endmodule
==> flow/run.sh <==
#!/bin/bash
# OpenROAD 26Q1-2900-gdf79404cd8, Yosys 0.63+post, stock flow scripts
make -C /OpenROAD-flow-scripts/flow DESIGN_CONFIG=/design/flow/config.mk WORK_HOME=/design/flow/orfs finish
==> flow/config.mk <==
export PLATFORM = sky130hd
export DESIGN_NAME = DE10_LITE_Golden_Top
export DESIGN_NICKNAME = DE10_LITE_Golden_Top
export VERILOG_FILES = /design/flow/design.v
export SDC_FILE = /design/flow/constraint.sdc
export NUM_CORES = 4
export LEC_CHECK = 1
export CORE_UTILIZATION = 50
==> flow/constraint.sdc <==
current_design DE10_LITE_Golden_Top

set clk_period 4.7
set clk_io_pct 0.2

create_clock -name clk0 -period $clk_period [get_ports {MAX10_CLK1_50}]

set non_clock_inputs [all_inputs -no_clocks]
set_input_delay [expr $clk_period * $clk_io_pct] -clock clk0 $non_clock_inputs
set_output_delay [expr $clk_period * $clk_io_pct] -clock clk0 [all_outputs]
==> Slide: Implementation Results <==
Physical Implementation Snapshot

Status
  • Status: finished clean

Drt
  • N_diodes: 0
  • Via-to-Cell Ratio: 5.407
  • Antenna Violating Nets Remaining: 0
  • Routed wire length: 13640 microns
  • Iteration-0 DRC Markers: 395
  • Routed vias: 5477
  • Drt wl/cell: 13.47 microns
  • Residual DRC count: 0
  • Pre-antenna DRT Iters: 5

Setup path
  • CP required: 3760 ps
  • CP Cell Sequence: clkdlybuf4s50_1, clkdlybuf4s50_1
  • R2R depth: 8
  • Worst R2R Setup Slack: 2150 ps
  • Worst Path Max Fanout: 5
  • Critical path capture point type: output port
  • CP Class: primary input to output port
  • CP top delay family: buffers and inverters
  • CP peak stage delay: 650 ps
  • RR Endpoint: l1.xc0.clk_1hz
  • Worst path slowest cell: clkdlybuf4s50_1
  • CP Data Arrival Time: 2120 ps
  • Worst R2R Start: l1.xc0.counter[27]
  • Crit path top cell by count: clkdlybuf4s50_1
  • Crit path launch type: primary input
  • Buf+Inv Stages, Crit Path: 2
  • Critical path depth: 2

Power
  • Worst vdd ir: 0.0001746 V
  • Cell leakage power: 3.442 nW
  • PD cells: 172.6 mW/mm^2

Flow run
  • Maxcap violations: 0
  • Log Warnings: 105

Floorplanning
  • Die H: 121.9 microns
  • Chip area: 0.01486 sq mm
  • Pre-Place Util: 51.60%
  • Die x size: 121.9 microns
  • Core box area: 0.01393 sq mm
  • Ports: 185
  • Row count: 43

Synthesis
  • Async set-reset flop share out of synthesis: 64.15%
  • Ys cells: 789
  • Synthesized flop and latch total: 106
  • Post-Syn Area: 0.007191 sq mm
  • YS warnings: 60
  • Post-Syn Instances: 789
  • Post-synthesis chip area from yosys: 0.007191 sq mm
  • Main flop type: dfrtp_1
  • Cell Type Count: 91
  • Avg Cell Area, Syn: 9.114 sq um
  • Register area share after synthesis: 39.53%
  • Post-synth EDFFs: 38

GRT
  • Largest net degree at the start of global routing: 54
  • Remaining global-route overflow: 0
  • Antenna violations before repair: 0
  • GRT Total Usage: 19.44%
  • First-pass GRT wire length: 22650 microns
  • Vias in the first global route: 4907

Final timing
  • Final worst path period need: 3056 ps
  • Fin crit share: 65.02%
  • Slew @ Worst Pin: 758.0 ps
  • Endpoints left unconstrained: 172
  • RSZ-0062 raised after global routing: false
  • Final hold viol count: 0
  • Clk_skew: 8.675 ps
  • Register pins left without a clock: 35
  • Max-slew violations: 0
  • Final setup fails: 0
  • Setup TNS: 0 ps
  • Max_slew headroom: 49.47%
  • Fmax: 327.3 MHz

Clocking
  • CTS tree: built
  • Worst-path clk slew: 50 ps
  • Hold-fix buffers, CTS: 0
  • Clock tree buffer depth: 2
  • Post-CTS Setup Inserts: 0
  • PostCTS Resize Cnt: 0
  • Root buf cell: clkbuf_16
  • H-tree levels: 3
  • Clk Latency, worst-skew pair: 330 ps
  • TritonCTS buffer count: 9

Final layout
  • Non-filler cells, final: 1013
  • Fill cells: 1186
  • Syn-to-layout area delta: 10.70%
  • Share of post-route cells with drive strength above 1: 6.363%

Min path
  • Hold Crit Class: register to register
  • Hold Path Sink: l1.xc0.counter[31]
  • Startpoint of the worst hold path: l1.xc0.counter[30]
  • Worst Hold Depth: 1

Placement
  • I/O Buffers: 58
  • Gpl congestion: 0.8769
  • Final HPWL DP: 9906 microns
  • Post-Place Cells: 997
-- report_power, final --
| part | total (W) | switching [W] | internal, W |
|---|---|---|---|
| clock network | 0.000666 | 0.000259 | 0.000406 |
| registers | 0.000657 | 0.000000698 | 0.000656 |
| logic | 0.0000517 | 0.0000265 | 0.0000252 |
-- flip-flops by register name, summed over array words and instances (netlist names) --
name and count:
l1.xc0.clk_1hz 1, l1.xc0.counter 32, l1.xl0.C 2, l1.xl0.S 5, l1.xl1.C 3, l1.xl1.G 4, l1.xl1.P 3, l1.xl1.S 5
l1.xl2.P 8, l1.xl2.cnt 4, l1.xl2.ov 1, l1.xs0.seg_data 7, l1.xs1.seg_data 5, l1.xs2.seg_data 7, l1.xs3.seg_data 5, l1.xs4.seg_data 7
l1.xs5.seg_data 7
-- area by class of cell --
type / instances / area [sq um] / share of cell area (%)
sequential: 106 / 2843 / 35.71
tap: 180 / 225.2 / 2.829
inverter: 37 / 138.9 / 1.745
multi-input combinational: 608 / 3811 / 47.88
clock inverter: 5 / 37.54 / 0.4716
timing repair buffer: 66 / 640.6 / 8.048
clock buffer: 11 / 264.0 / 3.317
-- cell families after synthesis --
family | synth area share (%)
compound gates | 18.34
xor+xnor | 6.334
buf+inv | 10.41
fa+ha+maj | 5.916
flops | 39.53
simple gates | 18.44
other cells | 0.1044
mux | 0.9222
-- placed cells by master, fill, tap and decap left out, types with 26 or more instances in the layout --
cell type | synthesis | routed
nor2_1 | 77 | 77
dfrtp_1 | 68 | 68
nand2_1 | 63 | 63
clkdlybuf4s50_1 | 0 | 58
conb_1 | 2 | 57
a21oi_1 | 48 | 47
o21ai_0 | 40 | 40
nand3_1 | 38 | 38
edfxtp_1 | 38 | 38
inv_1 | 33 | 33
xnor2_1 | 27 | 27
ha_1 | 26 | 26
-- worst max-delay path by stage --
stage          from  endpoint  slack (ps)
CTS           SW[1]   LEDR[1]        1630
global route  SW[1]   LEDR[1]        1590
finish        SW[1]   LEDR[1]        1640
-- per-stage QoR --
stage	instance area, sq um	hold slack, ps	util [%]	worst slack (ps)	power, W
2_1_floorplan	7397	487.7	-	1667	0.0007223
3_3_place_gp	7659	507.2	54.96	1626	0.0007230
3_5_place_dp	7659	521.2	54.96	1624	0.0007228
4_1_cts	7960	520.6	57.12	1625	0.001398
5_1_grt	7960	548.7	57.12	1589	0.001430
6_report	7960	514.0	57.12	1644	0.001374
-- cells in the mapped netlist, drive strengths merged, types with 4 or more instances --
| library cell | n | area share (%) |
|---|---|---|
| ha | 26 | 4.5 |
| o211ai | 6 | 0.70 |
| o21ai | 46 | 3.4 |
| or2 | 6 | 0.52 |
| a31oi | 8 | 0.70 |
| buf | 75 | 7.5 |
| nor2b | 6 | 0.52 |
| nor4 | 6 | 0.52 |
| o22ai | 6 | 0.61 |
| o221ai | 5 | 0.61 |
| xnor2 | 27 | 3.3 |
| a211oi | 6 | 0.63 |
| clkbuf | 18 | 0.94 |
| nand2 | 64 | 3.4 |
| a21oi | 50 | 3.6 |
| nor2 | 77 | 4.0 |
| nor3 | 17 | 1.2 |
| fa | 5 | 1.4 |
| a21o | 10 | 1.0 |
| and3 | 14 | 1.2 |
| nor3b | 5 | 0.52 |
| xor2 | 25 | 3.0 |
| nand2b | 10 | 0.90 |
| and2 | 9 | 0.78 |
| nand4 | 6 | 0.52 |
| inv | 36 | 1.9 |
| nand3 | 39 | 2.8 |
| edfxtp | 38 | 16 |
| a211o | 4 | 0.49 |
| o311a | 4 | 0.71 |
| a21boi | 4 | 0.47 |
| dfrtp | 68 | 24 |
-- per-layer routing --
layer	track usage (%)	up-vias	share of wire (%)
met5	0	-	0
met4	2.701	0	0.85
met3	2.767	7	4.3
met2	32.59	136	50
met1	28.41	2554	45
li1	-	2780	-
Power is estimated from default activity; no workload was simulated.
