==> design/flow/run.sh <==
#!/bin/bash
# OpenROAD 26Q1-2900-gdf79404cd8, Yosys 0.63+post, stock flow scripts
make -C /OpenROAD-flow-scripts/flow DESIGN_CONFIG=/design/flow/config.mk WORK_HOME=/design/flow/orfs finish
==> design/flow/config.mk <==
export PLATFORM = sky130hd
export DESIGN_NAME = CLS_32bit
export DESIGN_NICKNAME = CLS_32bit
export VERILOG_FILES = /design/flow/design.v
export SDC_FILE = /design/flow/constraint.sdc
export NUM_CORES = 4
export LEC_CHECK = 1
export CORE_AREA = 10 10 102 102
export DIE_AREA = 0 0 112 112
==> design/flow/constraint.sdc <==
current_design CLS_32bit

set clk_period 4.8
set clk_io_pct 0.2

create_clock -name clk0 -period $clk_period

set non_clock_inputs [all_inputs -no_clocks]
set_input_delay [expr $clk_period * $clk_io_pct] -clock clk0 $non_clock_inputs
set_output_delay [expr $clk_period * $clk_io_pct] -clock clk0 [all_outputs]
==> design/flow/design.v <==
`timescale 1ns / 1ps
`timescale 1ns / 1ps
`timescale 1ns / 1ps
module FS(x, y, bin, d, bout);
    input x, y, bin;
    output d, bout;
    assign d = x ^ y ^ bin;
    assign bout = (~x & y) | (~x & bin) | (y & bin);
endmodule
module PG2B (bin, p, g, bout);   
    input bin, p, g;
    output bout;
    assign bout = g | (p & bin);
endmodule
module FS4bitToPG(a, b, p, g);   
    input [3:0] a, b;
    output [3:0] p, g;
    assign p = ~a | b;
    assign g = ~a & b;
endmodule
module PG4bitToGroup(p, g, bin, P, G, b);   
    input [3:0] p, g;
    input bin;
    output P, G;
    output [3:1] b;
    assign P = p[3] & p[2] & p[1] & p[0];
    assign G = g[3] | (p[3] & g[2]) | (p[3] & p[2] & g[1]) | (p[3] & p[2] & p[1] & g[0]);
    assign b[1] = g[0] | (p[0] & bin);
    assign b[2] = g[1] | (p[1] & g[0]) | (p[1] & p[0] & bin);
    assign b[3] = g[2] | (p[2] & g[1]) | (p[2] & p[1] & g[0]) | (p[2] & p[1] & p[0] & bin);  
endmodule
module PG2bitToGroup(p, g, bin, P, G, b);   
    input [1:0] p, g;
    input bin;
    output P, G;
    output b;
    assign P = p[1] & p[0];
    assign G = g[1] | (p[1] & g[0]);
    assign b = g[0] | (p[0] & bin);
endmodule
module CLS_4bit(x, y, bin, d, GP, GG);
	input [3:0] x, y;
	input bin;
	output [3:0] d;
	output GP, GG;
	wire [2:0] b;
    wire [3:0] p, g;
    FS4bitToPG T1(x, y, p, g);
    PG4bitToGroup G1(p, g, bin, GP, GG, b);
    assign d = x ^ y ^ {b, bin};
endmodule
module CLS_16bit(x, y, bin, d, GP, GG);
    input [15:0] x, y;
    input bin;
    output [15:0] d;
    output GP, GG;
	wire [2:0] b;  
    wire [3:0] gp, gg;   
	CLS_4bit CLS04(x[3:0], y[3:0], bin, d[3:0], gp[0], gg[0]);
	CLS_4bit CLS08(x[7:4], y[7:4], b[0], d[7:4], gp[1], gg[1]);
	CLS_4bit CLS12(x[11:8], y[11:8], b[1], d[11:8], gp[2], gg[2]);
	CLS_4bit CLS16(x[15:12], y[15:12], b[2], d[15:12], gp[3], gg[3]);
    PG4bitToGroup G1(gp, gg, bin, GP, GG, b);
endmodule
module CLS_32bit(x, y, bin, d, GP, GG);
    input [31:0] x, y;
    input bin;
    output [31:0] d;
    output GP, GG;
	wire b;  
    wire [1:0] gp, gg;   
	CLS_16bit CLS16(x[15:0], y[15:0], bin, d[15:0], gp[0], gg[0]);
	CLS_16bit CLS32(x[31:16], y[31:16], b, d[31:16], gp[1], gg[1]);
    PG2bitToGroup G1(gp, gg, bin, GP, GG, b);
endmodule
==> metrics.cfg <==
[status]
status = finished, final reports clean

[cells_and_area]
post_layout_nonfiller_instances = 566
clock_buffer_count = 0
area.growth.synth_to_final_pct = 79.8
registers = 0
mostFrequentLayoutCell = inv_1
most-common-layout-cells = 85 x inv_1, 67 x clkdlybuf4s50_1, 65 x buf_4
post_route_cells_drive_above_1_share_pct = 25.8
seqCellArea_um2 = 0

[timing]
period_minus_slack_ns = 4.69
setup_repair_after_global_routing_missed_its_margin = yes
worst_pin_slew_ns = 0.355
postLayoutSetupSlackWorst_ns = 0.105
fin_crit_sh_pct = 97.8
fmax_mhz = 213
slew-limit-headroom_pct = 76.2
finalMaxSlewViolations = 0
tns_ns = 0
finalSetupViolCount = 0
hold_violations = 0

[place]
dp_worst_setup_slack_ns = -0.352
port_buffers = 99
replace_congestion = 0.844
place.detailed.instances = 555
hpwl_dp_um = 5980

[power]
cellPowerDensity_nw_per_um2 = 111
worst_ir_drop_on_vdd_uv = 63.0
leakage_nw = 2.10
design_power_total_uw = 446

[floorplanning]
io_pins = 99
die-area_um2 = 12500
die_width_um = 112
y_dimension_of_the_die_um = 112
core_area_um2 = 8220
floorplan.initialDensity_pct = 27.3
fp-row-count = 33

[flow_run]
tool_warnings = 73
max-cap-violations = 0

[synth]
synth-area-yosys_um2 = 2240
ys_cells = 296
seq_area_frac_synth_pct = 0
synth_cell_types = 45
synthesis.instances = 296
syn-cell-area_um2 = 2240
ys_warn_count = 0
avgSynthCellArea_um2 = 7.57

[critical_path]
path_max_fanout = 4
crit_path_end_kind = primary output
critPathArrivalTime_ns = 3.73
worstSetupPathType = in2out
start_kind = input port
worstPathRequired_ns = 3.84

[route]
initial_drc_count = 39
antenna_diode_instance_count = 0
dr.pass1.iters = 4
dr.max_layer_used = met3
drtAntennaViolNets = 0
route.layer.met1.wl_um = 3250
drc = 0
finalWirelength_um = 6480
wl_met3_um = 577
wl_per_cell_um = 11.5
via_count = 2406
post_drt_via_cell_ratio = 4.25
wl_met2_um = 2660

[global_routing]
first_global_vias = 2385
antenna_violations_before_repair = 0
track_usage_pct = 10.0
grt_start_max_net_pins = 6
overflow = 0
grt_first_pass_wirelength_um = 11100

[hold_path]
min_path_type = in2out

[clock_network]
cts.hold.buffers_added = 0

-- synth_stat cells (3+ instances only) --
library cell  instances  area, um2
nor3_1                5       25.0
fa_1                  8        160
or3_1                 3       18.8
nor2_1               19       71.3
ha_1                 64        801
xor2_1                9       78.8
o31ai_1               3       22.5
a21oi_1              17       85.1
nor2b_1               9       56.3
inv_1                87        327
xnor2_1              14        123
nor4_1                3       18.8
o21bai_1              5       37.5
a21o_1                3       22.5
o21ai_0               6       30.0
nand2_1               4       15.0
-- kinds of logic after synthesis --
family	Yosys count	share of synthesized area [%]
XOR/XNOR	23	8.99
adder cells (fa/ha/maj)	72	42.9
AND-OR/OR-AND	52	16.5
AND/OR/NAND/NOR	61	16.7
buffers and inverters	88	14.9
-- cell type report --
cell class                 count  area (um2)
fill                         780        4190
inverter                      88         333
multi-input combinational    208        2090
tap                          105         131
timing repair buffer         165        1470
-- layer usage --
layer,vias up,global-route usage [%]
li1,1276,-
met1,1054,14.3
met5,-,0
met4,0,0
met3,0,3.20
met2,76,15.3
-- path summary, 6_finish.rpt --
kind  start    end  slack, ns  depth (start not counted)
max    y[5]  d[16]       0.11                         11
min    x[7]   d[7]       2.70                          4
-- timing repair --
item / CTS / global route
resized: 73 / 19
buffers inserted: 8 / 3
endpoints found under the setup margin: 16 / 18
endpoints found under the hold margin: 0 / 0
pin swaps: 19 / 10
-- through the flow --
step	util [%]	cell area, um2	hold WS (ns)
after CTS	48.0	3940	2.70
after global routing	49.0	4030	2.74
after detailed placement	46.0	3780	3.01
final	49.0	4030	2.70
after floorplan	-	2240	2.02
after global placement	46.0	3780	3.01
-- critical path, stage by stage --
cell and delay, ns:
clkdlybuf4s15_2 0.18, inv_1 0.04, ha_2 0.16, or4_4 0.51, or2_4 0.26, nor4_4 0.31
nand2b_4 0.22, buf_4 0.13, inv_4 0.03, fa_1 0.47, clkdlybuf4s50_1 0.46
-- report_power, final --
group	total [mW]	leakage, nW	switching [mW]	internal, mW
sequential	0	0	0	0
clock	0	0	0	0
combinational	0.446	2.10	0.164	0.282
total	0.446	2.10	0.164	0.282
Power figures rest on the tool's default switching activity, not on a simulated workload.
