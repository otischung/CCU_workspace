### run.sh
#!/bin/bash
# OpenROAD 26Q1-2900-gdf79404cd8, Yosys 0.63+post, stock flow scripts
make -C /OpenROAD-flow-scripts/flow DESIGN_CONFIG=/design/flow/config.mk WORK_HOME=/design/flow/orfs finish
### config.mk
export PLATFORM = sky130hd
export DESIGN_NAME = JAM
export DESIGN_NICKNAME = JAM
export VERILOG_FILES = /design/flow/design.v
export SDC_FILE = /design/flow/constraint.sdc
export NUM_CORES = 4
export LEC_CHECK = 1
export CORE_UTILIZATION = 40
### constraint.sdc
current_design JAM

set clk_period 5.3
set clk_io_pct 0.2

create_clock -name clk0 -period $clk_period [get_ports {CLK}]

set non_clock_inputs [all_inputs -no_clocks]
set_input_delay [expr $clk_period * $clk_io_pct] -clock clk0 $non_clock_inputs
set_output_delay [expr $clk_period * $clk_io_pct] -clock clk0 [all_outputs]
### design.v
module JAM (
	input CLK,
	input RST,
	output reg [2:0] W,
	output reg [2:0] J,
	input [6:0] Cost,
	output reg [3:0] MatchCount,
	output reg [9:0] MinCost,
	output reg Valid
);
	initial begin
		$dumpfile("JAM.vcd");
		$dumpvars(0, testfixture);
		for (i = 0; i < 8; i = i + 1)
			$dumpvars(1, num[i]);
	end
	reg [5:0] state;
	integer i;
	reg [5:0] num [0:7];
	reg [5:0] ix;
	reg [19:0] maxcount;
	reg [19:0] total;
	always @(posedge CLK or posedge RST) begin
		if (RST) begin
			state <= 0;
			ix <= 0;
			total <= 0;
			MinCost <= 999;
			maxcount <= 0;
			Valid <= 0;
		end else begin
			case (state)
				6'd0: begin
					state <= 1;
					total <= 0;
					W <= ix;
					J <= num[ix];
					ix <= ix + 1;
					maxcount <= maxcount + 1;
				end
				6'd1: begin
					if (ix >= 8) begin
						ix <= 0;
						state <= 3;
						total <= total + Cost;
					end else begin
						ix <= ix + 1;
						W <= ix;
						J <= num[ix];
						total <= total + Cost;
					end
				end
				6'd3: begin
					if (maxcount == 40320) begin
						state <= 4;
					end else if (MinCost > total) begin
						MinCost <= total;
						MatchCount <= 1;
						state <= 0;
					end else if(MinCost == total) begin
						MatchCount <= MatchCount + 1;
						state <= 0;
					end else begin
						state <= 0;
					end
				end
				6'd4: begin
					Valid <= 1;
					state <= 5;
				end
				6'd5: begin
					Valid <= 0;
				end
			endcase
		end
	end
	reg [3:0]step;
	reg [3:0]ron;
	always @(posedge CLK or posedge RST) begin
		if (RST) begin
			step <= 0;
		end else if (state == 0)
			step <= 0;
		else begin
			step <= step + 1;
		end
	end
	always @(posedge CLK or posedge RST) begin
		if (RST) begin
			num[0] <= 0;
			num[1] <= 1;
			num[2] <= 2;
			num[3] <= 3;
			num[4] <= 4;
			num[5] <= 5;
			num[6] <= 6;
			num[7] <= 7;
		end else if (state == 3) begin
			if (num[6] < num[7]) begin   
				num[0] <= num[0];
				num[1] <= num[1];
				num[2] <= num[2];
				num[3] <= num[3];
				num[4] <= num[4];
				num[5] <= num[5];
				num[6] <= num[7];
				num[7] <= num[6];
			end
			else if (num[5] < num[6]) begin   
				if (num[7] < num[5]) begin
					num[0] <= num[0];
					num[1] <= num[1];
					num[2] <= num[2];
					num[3] <= num[3];
					num[4] <= num[4];
					num[5] <= num[6];
					num[6] <= num[7];
					num[7] <= num[5];
				end else begin
					num[0] <= num[0];
					num[1] <= num[1];
					num[2] <= num[2];
					num[3] <= num[3];
					num[4] <= num[4];
					num[5] <= num[7];
					num[6] <= num[5];
					num[7] <= num[6];
				end
			end else if (num[4] < num[5]) begin   
				if (num[6] < num[4]) begin
					num[0] <= num[0];
					num[1] <= num[1];
					num[2] <= num[2];
					num[3] <= num[3];
					num[4] <= num[5];
					num[5] <= num[7];
					num[6] <= num[6];
					num[7] <= num[4];
				end else if(num[7] < num[4]) begin
					num[0] <= num[0];
					num[1] <= num[1];
					num[2] <= num[2];
					num[3] <= num[3];
					num[4] <= num[6];
					num[5] <= num[7];
					num[6] <= num[4];
					num[7] <= num[5];
				end else begin
					num[0] <= num[0];
					num[1] <= num[1];
					num[2] <= num[2];
					num[3] <= num[3];
					num[4] <= num[7];
					num[5] <= num[4];
					num[6] <= num[6];
					num[7] <= num[5];
				end
			end else if (num[3] < num[4]) begin   
				if (num[5] < num[3]) begin
					num[0] <= num[0];
					num[1] <= num[1];
					num[2] <= num[2];
					num[3] <= num[4];
					num[4] <= num[7];
					num[5] <= num[6];
					num[6] <= num[5];
					num[7] <= num[3];
				end else if (num[6] < num[3]) begin
					num[0] <= num[0];
					num[1] <= num[1];
					num[2] <= num[2];
					num[3] <= num[5];
					num[4] <= num[7];
					num[5] <= num[6];
					num[6] <= num[3];
					num[7] <= num[4];
				end else if (num[7] < num[3]) begin
					num[0] <= num[0];
					num[1] <= num[1];
					num[2] <= num[2];
					num[3] <= num[6];
					num[4] <= num[7];
					num[5] <= num[3];
					num[6] <= num[5];
					num[7] <= num[4];
				end else begin
					num[0] <= num[0];
					num[1] <= num[1];
					num[2] <= num[2];
					num[3] <= num[7];
					num[4] <= num[3];
					num[5] <= num[6];
					num[6] <= num[5];
					num[7] <= num[4];
				end
			end else if (num[2] < num[3]) begin   
				if (num[4] < num[2]) begin
					num[0] <= num[0];
					num[1] <= num[1];
					num[2] <= num[3];
					num[3] <= num[7];
					num[4] <= num[6];
					num[5] <= num[5];
					num[6] <= num[4];
					num[7] <= num[2];
				end else if (num[5] < num[2]) begin
					num[0] <= num[0];
					num[1] <= num[1];
					num[2] <= num[4];
					num[3] <= num[7];
					num[4] <= num[6];
					num[5] <= num[5];
					num[6] <= num[2];
					num[7] <= num[3];
				end else if (num[6] < num[2]) begin
					num[0] <= num[0];
					num[1] <= num[1];
					num[2] <= num[5];
					num[3] <= num[7];
					num[4] <= num[6];
					num[5] <= num[2];
					num[6] <= num[4];
					num[7] <= num[3];
				end else if (num[7] < num[2]) begin
					num[0] <= num[0];
					num[1] <= num[1];
					num[2] <= num[6];
					num[3] <= num[7];
					num[4] <= num[2];
					num[5] <= num[5];
					num[6] <= num[4];
					num[7] <= num[3];
				end else begin
					num[0] <= num[0];
					num[1] <= num[1];
					num[2] <= num[7];
					num[3] <= num[2];
					num[4] <= num[6];
					num[5] <= num[5];
					num[6] <= num[4];
					num[7] <= num[3];
				end
			end else if (num[1] < num[2]) begin   
				if (num[3] < num[1]) begin
					num[0] <= num[0];
					num[1] <= num[2];
					num[2] <= num[7];
					num[3] <= num[6];
					num[4] <= num[5];
					num[5] <= num[4];
					num[6] <= num[3];
					num[7] <= num[1];
				end else if (num[4] < num[1]) begin
					num[0] <= num[0];
					num[1] <= num[3];
					num[2] <= num[7];
					num[3] <= num[6];
					num[4] <= num[5];
					num[5] <= num[4];
					num[6] <= num[1];
					num[7] <= num[2];
				end else if (num[5] < num[1]) begin
					num[0] <= num[0];
					num[1] <= num[4];
					num[2] <= num[7];
					num[3] <= num[6];
					num[4] <= num[5];
					num[5] <= num[1];
					num[6] <= num[3];
					num[7] <= num[2];
				end else if (num[6] < num[1]) begin
					num[0] <= num[0];
					num[1] <= num[5];
					num[2] <= num[7];
					num[3] <= num[6];
					num[4] <= num[1];
					num[5] <= num[4];
					num[6] <= num[3];
					num[7] <= num[2];
				end else if (num[7] < num[1]) begin
					num[0] <= num[0];
					num[1] <= num[6];
					num[2] <= num[7];
					num[3] <= num[1];
					num[4] <= num[5];
					num[5] <= num[4];
					num[6] <= num[3];
					num[7] <= num[2];
				end else begin
					num[0] <= num[0];
					num[1] <= num[7];
					num[2] <= num[1];
					num[3] <= num[6];
					num[4] <= num[5];
					num[5] <= num[4];
					num[6] <= num[3];
					num[7] <= num[2];
				end
			end else if (num[0] < num[1]) begin   
				if (num[2] < num[0]) begin
					num[0] <= num[1];
					num[1] <= num[7];
					num[2] <= num[6];
					num[3] <= num[5];
					num[4] <= num[4];
					num[5] <= num[3];
					num[6] <= num[2];
					num[7] <= num[0];
				end else if (num[3] < num[0]) begin
					num[0] <= num[2];
					num[1] <= num[7];
					num[2] <= num[6];
					num[3] <= num[5];
					num[4] <= num[4];
					num[5] <= num[3];
					num[6] <= num[0];
					num[7] <= num[1];
				end else if (num[4] < num[0]) begin
					num[0] <= num[3];
					num[1] <= num[7];
					num[2] <= num[6];
					num[3] <= num[5];
					num[4] <= num[4];
					num[5] <= num[0];
					num[6] <= num[2];
					num[7] <= num[1];
				end else if(num[5] < num[0]) begin
					num[0] <= num[4];
					num[1] <= num[7];
					num[2] <= num[6];
					num[3] <= num[5];
					num[4] <= num[0];
					num[5] <= num[3];
					num[6] <= num[2];
					num[7] <= num[1];
				end
				else if (num[6] < num[0]) begin
					num[0] <= num[5];
					num[1] <= num[7];
					num[2] <= num[6];
					num[3] <= num[0];
					num[4] <= num[4];
					num[5] <= num[3];
					num[6] <= num[2];
					num[7] <= num[1];
				end else if (num[7] < num[0]) begin
					num[0] <= num[6];
					num[1] <= num[7];
					num[2] <= num[0];
					num[3] <= num[5];
					num[4] <= num[4];
					num[5] <= num[3];
					num[6] <= num[2];
					num[7] <= num[1];
				end else begin
					num[0] <= num[7];
					num[1] <= num[0];
					num[2] <= num[6];
					num[3] <= num[5];
					num[4] <= num[4];
					num[5] <= num[3];
					num[6] <= num[2];
					num[7] <= num[1];
				end
			end else begin   
				num[0] <= num[0];
				num[1] <= num[1];
				num[2] <= num[2];
				num[3] <= num[3];
				num[4] <= num[4];
				num[5] <= num[5];
				num[6] <= num[6];
				num[7] <= num[7];
			end
		end
	end
endmodule
==> results.txt <==
Number of instances resized during post-cts repair - 0
Worst-skew pair later-pin latency - 430 ps
Crit Path Category - reg2reg
Number of buffers inserted during clock tree synthesis - 17
Net switching power - 0.479 mW
Status - finished, final reports clean
Power Internal - 1.68 mW
Worst setup skew after layout - 19.6 ps
Setup repair bufs after CTS - 0
Detailed-router iteration count before antenna repair - 7
Unrepaired setup endpoints after global routing - false
Post-route ant nets - 0
CTS tree - yes
WHS Path Cells - 1
Count of placed standard cells in the final layout, fillers left out - 1926
Yosys stat chip area - 0.0127 mm²
Worst Path Required - 5640 ps
Shortest period the worst path allows - 4340 ps
CTS sink cnt - 120
Number of vias in the routed layout - 12800
All-layer global routing usage - 0.331
Clock buffer depth - 2
Worst Tran Pin Value - 898 ps
Kind of capture point of the worst setup path - register
Logic pwr share - 0.019
Worst Reg2Reg Path Length in Cells - 10
Share of final-layout standard cells stronger than drive strength 1 - 0.101
FMAX - 0.230 GHz
First-pass GRT wire length - 78500 µm
Tool Warnings - 30
Fraction of the cycle the final worst path needs - 0.819
Most common cell after layout, fill and taps aside - sky130_fd_sc_hd__ha_1
Post-Synthesis Cells - 1520
Sw frac - 0.222
Main area contributors - sky130_fd_sc_hd__dfrtp_1 18%, sky130_fd_sc_hd__ha_1 16%, sky130_fd_sc_hd__mux2i_1 7.7%
Clock-pin slew on the worst setup and hold paths - 60 ps
Number of H-tree levels - 4
Busiest layer in global routing - met2
Standard-cell rows - 64
Nature of the critical path startpoint - register
Worst VDD drop - 226 µV
Static leakage power - 5.70 nW
Total gr overflow - 0
Sequential group share of total power - 0.429
Number of global-route vias before repair - 12300
Fraction of met3 tracks used by global routing - 0.131
Post-cts hold-fix buffer tally - 0
Area share, top type - 0.175
Final hold violations - 0
Initial antenna violation count - 1
Yosys cell count - 1520
Routed length per placed instance - 27.3 µm
Vias/cell - 6.64
Starting Density - 0.411
Grt met2 use - 0.460
Clock network fraction of total power - 0.551
Number of unique standard cell types used by synthesis - 78
Layout-stage area growth over the synthesis result - 10.8%
Main flop type after synthesis - sky130_fd_sc_hd__dfrtp_1
Wirelength, routed - 52600 µm
Largest net degree at the start of global routing - 43
Die outline width - 180 µm
Setup violations, final - 0
Async S/R FF share, synth - 0.917
Max-slew violation count - 0
Routability Congestion - 1.11
Cell Count Post-Placement - 1893
Class of the most critical hold timing path - reg2reg
Crit-path max FO - 14
Most frequent logic cells in the routed design - 166 x sky130_fd_sc_hd__ha_1, 126 x sky130_fd_sc_hd__nand2_1, 115 x sky130_fd_sc_hd__a21oi_1
Met1 Use GR - 0.454
EDFF count, synth - 10
Total power after layout - 2.16 mW
Total power divided by cell area - 153 mW/mm²
Post-route setup TNS - 0 ps
Sequential share of the synthesized area - 0.242
DRC - 0
WHS - 427 ps
Max_cap viols - 0
Die Area - 0.0325 mm²
Count of input and output buffers - 29
Violation count after the first detailed-routing iteration - 1491
Worst relative slew slack - 0.397
Die Ht - 180 µm
Synthesized cell area - 0.0127 mm²
Data arrival time of the critical path - 4680 ps
Post-Syn Area per Cell - 8.36 µm²
IO Pins - 30
Core area - 0.0309 mm²
Synth flops - 120
Clock tree root buffer cell - sky130_fd_sc_hd__clkbuf_16
Cell accounting for the most synthesized area - sky130_fd_sc_hd__dfrtp_1
YS warnings - 12
DP HPWL - 35100 µm
sequential cells by signal, indices dropped and copies added, names as in the netlist:
signal / flops
J: 3
MatchCount: 4
num: 48
maxcount: 20
total: 20
state: 5
MinCost: 10
W: 3
Valid: 1
ix: 6
layout make-up:
| type | count | area (µm²) |
|---|---|---|
| Fill cell | 2924 | 16800 |
| Multi-Input combinational cell | 1222 | 8950 |
| Sequential cell | 120 | 3080 |
| Timing Repair Buffer | 83 | 696 |
| Tap cell | 396 | 495 |
| Clock buffer | 20 | 437 |
| Inverter | 72 | 273 |
| Clock inverter | 12 | 150 |
| Antenna cell | 1 | 2.50 |
Yosys cell counts (10+ instances only):
| cell type | instances |
|---|---|
| sky130_fd_sc_hd__o211ai_1 | 23 |
| sky130_fd_sc_hd__nor2_1 | 112 |
| sky130_fd_sc_hd__a221oi_1 | 21 |
| sky130_fd_sc_hd__o221ai_1 | 21 |
| sky130_fd_sc_hd__o22ai_1 | 41 |
| sky130_fd_sc_hd__xnor2_1 | 18 |
| sky130_fd_sc_hd__nor4_1 | 14 |
| sky130_fd_sc_hd__nand4_1 | 13 |
| sky130_fd_sc_hd__mux2_2 | 18 |
| sky130_fd_sc_hd__nand2_1 | 126 |
| sky130_fd_sc_hd__nand3_1 | 29 |
| sky130_fd_sc_hd__o21ai_0 | 81 |
| sky130_fd_sc_hd__a21o_1 | 17 |
| sky130_fd_sc_hd__o2111ai_1 | 10 |
| sky130_fd_sc_hd__a31oi_1 | 25 |
| sky130_fd_sc_hd__edfxtp_1 | 10 |
| sky130_fd_sc_hd__o21ai_1 | 18 |
| sky130_fd_sc_hd__dfrtp_1 | 89 |
| sky130_fd_sc_hd__buf_2 | 19 |
| sky130_fd_sc_hd__a32oi_1 | 12 |
| sky130_fd_sc_hd__a22oi_1 | 12 |
| sky130_fd_sc_hd__clkbuf_1 | 81 |
| sky130_fd_sc_hd__o21a_1 | 31 |
| sky130_fd_sc_hd__o31ai_1 | 17 |
| sky130_fd_sc_hd__a2111oi_0 | 13 |
| sky130_fd_sc_hd__nand2b_1 | 29 |
| sky130_fd_sc_hd__nor2b_1 | 10 |
| sky130_fd_sc_hd__ha_1 | 166 |
| sky130_fd_sc_hd__dfstp_2 | 21 |
| sky130_fd_sc_hd__nor3_1 | 17 |
| sky130_fd_sc_hd__a21oi_1 | 115 |
| sky130_fd_sc_hd__mux2i_1 | 98 |
| sky130_fd_sc_hd__inv_1 | 70 |
worst max-delay path, cell delays in order, from the launching register on:
cell,delay (ps)
sky130_fd_sc_hd__dfrtp_1,680
sky130_fd_sc_hd__clkinv_1,770
sky130_fd_sc_hd__ha_1,560
sky130_fd_sc_hd__a21oi_1,120
sky130_fd_sc_hd__o21ai_0,160
sky130_fd_sc_hd__a311o_1,580
sky130_fd_sc_hd__nor2_2,480
sky130_fd_sc_hd__a21oi_1,140
sky130_fd_sc_hd__o22ai_1,390
sky130_fd_sc_hd__o21ai_0,190
sky130_fd_sc_hd__a31oi_1,180
worst paths after layout:
path,start,endpoint,slack [ps]
worst min register to register,state[3],Valid,430
min in group asynchronous,RST,ix[3],1120
worst max-delay path,num[2][2],num[6][0],960
worst max register to register,num[2][2],num[6][0],960
worst min-delay path,state[3],Valid,430
max in group asynchronous,RST,num[3][1],3240
routing by layer:
layer | vias up | wire length [µm]
met2 | 848 | 21100
li1 | 5763 | -
met1 | 5902 | 21200
met4 | 2 | 3390
met5 | - | 13
met3 | 267 | 6920
power groups by stage:
stage | clock [mW] | sequential (mW) | combinational (mW)
finish | 1.19 | 0.927 | 0.0417
global route | 1.24 | 0.926 | 0.0482
CTS | 1.21 | 0.927 | 0.0430
stage by stage:
stage	setup WS, ps	util	area, µm²
floorplan	1370	-	12700
global placement	1150	0.436	13500
detailed placement	1200	0.436	13500
CTS	1170	0.455	14100
global route	953	0.455	14100
finish	957	0.456	14100
logic make-up (layout without fill, tap and decap cells):
| group | after synthesis | after routing | synth area share |
|---|---|---|---|
| AND-OR/OR-AND | 520 | 520 | 0.278 |
| XOR/XNOR | 27 | 27 | 0.0186 |
| adder cells (fa/ha/maj) | 167 | 167 | 0.165 |
| buffers and inverters | 178 | 187 | 0.0550 |
| flip-flops | 120 | 120 | 0.242 |
| multiplexers | 116 | 116 | 0.0931 |
| other | 0 | 1 | 0 |
| AND/OR/NAND/NOR | 392 | 392 | 0.148 |
No activity file was given, so power comes from the tool's default toggle rates.
