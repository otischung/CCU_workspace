### flow/config.mk
export PLATFORM = sky130hd
export DESIGN_NAME = lab9_serial_radix_4_booth_multiplier
export DESIGN_NICKNAME = lab9_serial_radix_4_booth_multiplier
export VERILOG_FILES = /design/flow/design.v
export SDC_FILE = /design/flow/constraint.sdc
export NUM_CORES = 4
export LEC_CHECK = 1
export CORE_UTILIZATION = 40
### flow/constraint.sdc
current_design lab9_serial_radix_4_booth_multiplier

set clk_period 5.6
set clk_io_pct 0.2

create_clock -name clk0 -period $clk_period [get_ports {clk}]

set non_clock_inputs [all_inputs -no_clocks]
set_input_delay [expr $clk_period * $clk_io_pct] -clock clk0 $non_clock_inputs
set_output_delay [expr $clk_period * $clk_io_pct] -clock clk0 [all_outputs]
### flow/design.v
`timescale 1ns/1ps
module lab9_serial_radix_4_booth_multiplier(
	clk, 
	rst, 
	in_a, 
	in_b, 
	outProduct, 
	Product_Valid
);
input clk, rst;
input [7:0] in_a;			 
input [7:0] in_b;			 
output [15:0] outProduct;
output Product_Valid;
reg [9:0] Mplicand;		 
reg [9:0] Mplier;		 
reg [9:0] SignMplicand;
reg [19:0] Product;
reg Product_Valid;
reg [5:0] Counter;
reg sign;			 
reg radix_bit;
assign outProduct = Product[15:0];
always @(posedge clk or posedge rst) begin
	if (rst)
		Counter <= 6'b0;
	else
		Counter <= Counter + 6'b1;
end
always @(posedge clk or posedge rst) begin
	if (rst) begin
		Mplicand <= 10'b0;
		Mplier <= 10'b0;
        SignMplicand <= 10'b0;
        Product <= 20'b0;
        radix_bit <= 1'b0;
	end 
	else if (Counter == 6'd0) begin
		Mplicand <= { 2'b0, in_a };
		Mplier <= { 2'b0, in_b };
        SignMplicand <= { 2'b0, in_b };
        Product <= { 12'b0, in_b };
        radix_bit <= 1'b0;
	end 
	else if (Counter <= 6'd5) begin
		if ({ Product[1:0], radix_bit } == 3'b001 || { Product[1:0], radix_bit } == 3'b010) begin
            Product = Product + { Mplicand, 10'b0 };
        end
        else if ({ Product[1:0], radix_bit } == 3'b101 || { Product[1:0], radix_bit } == 3'b110) begin
            SignMplicand = ~Mplicand + 1;
            Product = Product + { SignMplicand, 10'b0 };
        end
        else if ({ Product[1:0], radix_bit } == 3'b011) begin
            SignMplicand = Mplicand * 2;
            Product = Product + { SignMplicand, 10'b0 };
        end
        else if ({ Product[1:0], radix_bit } == 3'b100) begin
            SignMplicand = ~(Mplicand * 2) + 1;
            Product = Product + { SignMplicand, 10'b0 };
        end
        else begin
            Product = Product;
        end
        { Product, radix_bit } = { Product, radix_bit } >> 2;
        if (Product[17] == 1) begin   
            Product[18] <= 1;
            Product[19] <= 1;
        end
	end 
	else begin
		Product <= Product;
		Mplicand <= Mplicand;
		Mplier <= Mplier;
        radix_bit <= radix_bit;
	end
end
always @(posedge clk or posedge rst) begin
	if (rst)
		Product_Valid <= 1'b0;
	else if (Counter == 6'd6)
		Product_Valid <= 1'b1;
	else
		Product_Valid <= 1'b0;
end
endmodule
### flow/run.sh
#!/bin/bash
# OpenROAD 26Q1-2900-gdf79404cd8, Yosys 0.63+post, stock flow scripts
make -C /OpenROAD-flow-scripts/flow DESIGN_CONFIG=/design/flow/config.mk WORK_HOME=/design/flow/orfs finish
==> changes_impl.md <==
### Changed

* Detail Placement HPWL at 6.66 mm
* Worst Clk Skew at 6.71 ps
* Number of global-route vias before repair at 2816
* Residual DRC count at 0
* Clock latency on the worst-skew pair at 290 ps
* Height of the chip at 94.8 microns
* First-pass DRT Iterations at 5
* Worst-path fanout max at 7
* Hold-fix buffers, CTS at 0
* CORE AREA at 8260 sq um
* Type of element launching the critical path: flop
* Setup TNS at 0 ps
* Finished Cell Area at 3820 sq um
* CTS-repair resized insts at 0
* Vias per std cell at 5.81
* Worst R2R End: Product[18]$_DFFE_PP0P_
* Synth Cell Area at 3450 sq um
* Register bit total from synthesis at 34
* Post-CTS clock slew at the launch and capture registers of the worst setup and hold paths at 80 ps
* Fin crit period at 3380 ps
* Critical path required time at 5790 ps
* Deepest level of the CTS H-tree at 2
* Total cells reported by yosys after synthesis at 405
* Clock tree buffer depth at 2
* Synth async-reset ratio at 100%
* Critical Path End Type: flop
* Max rail drop VDD at 0.175 mV
* Number of antenna repair diodes at 0
* Initial Utilization at 41.7%
* Post-synth tally of flip-flops with integrated enable at 0
* Commonest non-fill, non-tap cells in the layout: ha_1, dfrtp_1, clkdlybuf4s50_1, o21ai_0, nor2_1
* Power per cell area at 423 nW/um^2
* Final hold violation count at 0
* Pins Over Slew Limit at 0
* Tally of unique sky130hd cells used after synthesis at 59
* Min-Delay Path Class: reg -> reg
* Primary flip-flop cell chosen by synthesis mapping: dfrtp_1
* GRT Overall Usage at 21.7%
* Placement row count at 33
* CTS Root Buffer Type: clkbuf_8
* Max-capacitance violation count at 0
* Via count of the routed design at 3058
* Chip footprint at 8990 sq um
* Syn avg cell area at 8.51 sq um
* Syn-to-layout area delta at 10.7%
* Worst slew pin tran at 815 ps
* Number of buffers inserted by post-CTS setup repair at 0
* Worst-case reg-to-reg path depth at 11
* Number of I/O port buffers at 34
* Number of antenna-violating nets in the routed design at 0
* Worst slew slack as a fraction of its limit at 44.2%
* OpenROAD warning count at 29
* Chip area line of the yosys report at 3450 sq um
* Worst setup path class: reg -> reg
* Fmax achieved at 296 MHz
* Number of violations reported at the end of detailed-routing iteration 0 at 182
* Total grt overflow at 0
* Number of setup violations in the final report at 0
* RSZ-0062 raised after global routing: false
* Most common library cell in the layout ignoring fill and taps: ha_1
* Portion of the post-synthesis area used by sequential elements at 24.7%
* Maximum number of pins on one net before global-route repair at 37
* Boundary pin count at 35
* Global-route wire length before repair at 14.6 mm
* Utilization after layout at 46.2%
* Number of sinks handled by clock tree synthesis at 34
* Proportion of layout cells with a drive suffix above 1 at 5.23%
* TritonCTS clock tree: yes
* Detailed Route WL at 8.97 mm
* Routability cong. at 0.919
* Crit share post-route at 60.4%
* Per-cell routed wire length at 17.1 microns
* Initial antenna violation count at 0
* Pleak at 1.64 nW
* Instance area after placement at 3730 sq um
* Worst setup path startpoint: Mplicand[2]$_DFFE_PP0P_
* Reg-to-reg slack, setup at 2220 ps
* Number of synthesis warnings at 1
* Crit path DAT at 3570 ps
* Horizontal die dimension at 94.8 microns
* Total CTS buffers at 5
* Gate count after technology mapping at 405
* Status: finished clean
* Launching point of the worst reg2reg path: Mplicand[2]$_DFFE_PP0P_
* End of the critical path: Product[18]$_DFFE_PP0P_
==> kinds of logic (layout without fill, tap and decap cells) <==
family	after synthesis	after routing	share of synthesized area [%]
AND/OR/NAND/NOR	105	105	14.8
buffers and inverters	52	68	8.75
multiplexers	8	8	2.50
adder cells (fa/ha/maj)	40	40	15.3
flip-flops	34	34	24.7
AND-OR/OR-AND	137	137	26.6
XOR/XNOR	29	29	7.37
==> cell usage after synthesis (all sizes together) (3+ instances only) <==
| library cell | instances | area share, % |
|---|---|---|
| buf | 20 | 4.4 |
| a211oi | 15 | 3.3 |
| and3 | 3 | 0.54 |
| nor2b | 3 | 0.54 |
| nand3 | 5 | 0.73 |
| nand2 | 27 | 2.9 |
| a21oi | 31 | 4.5 |
| mux2 | 5 | 1.6 |
| dfrtp | 34 | 25 |
| inv | 23 | 2.5 |
| clkbuf | 9 | 1.9 |
| a32o | 3 | 0.87 |
| o22ai | 3 | 0.54 |
| fa | 4 | 2.3 |
| nor3 | 12 | 1.7 |
| a22oi | 3 | 0.65 |
| a2111oi | 3 | 0.76 |
| ha | 35 | 13 |
| xnor2 | 15 | 3.8 |
| o21bai | 8 | 1.7 |
| nor4 | 3 | 0.54 |
| a222oi | 6 | 1.7 |
| nand2b | 7 | 1.3 |
| nor2 | 32 | 3.5 |
| xor2 | 14 | 3.6 |
| mux2i | 3 | 0.87 |
| and2 | 5 | 0.94 |
| o21ai | 34 | 4.9 |
| a21o | 8 | 1.7 |
==> flip-flops by register name, summed over array words and instances, names as in the netlist <==
name / cells
Product_Valid: 1
Counter: 6
Mplicand: 8
Product: 18
radix_bit: 1
==> final cells by class <==
class | count | area (sq um)
sequential | 34 | 851
inverter | 23 | 86.3
tap | 105 | 131
multi-input combinational | 319 | 2290
clock buffer | 7 | 86.3
timing repair buffer | 37 | 363
fill | 825 | 4440
clock inverter | 1 | 5.00
==> power by group <==
part / switching, mW / total, mW / internal, mW
clock: 0.0946 / 0.194 / 0.0994
sequential: 0.107 / 0.404 / 0.297
combinational: 0.531 / 1.02 / 0.487
==> stage by stage <==
step | cells | hold WS (ps) | setup WS, ps | power, mW
2_1_floorplan | 405 | 447 | 2870 | 1.17
5_1_grt | 526 | 506 | 2100 | 1.78
6_report | 526 | 481 | 2220 | 1.62
3_5_place_dp | 518 | 467 | 2300 | 1.41
3_3_place_gp | 518 | 463 | 2240 | 1.41
4_1_cts | 526 | 481 | 2270 | 1.62
==> worst min-delay path by stage <==
stage	startpoint	to	slack (ps)	cells after the start
final	Counter[5]$_DFF_PP0_	Counter[5]$_DFF_PP0_	480	1
after global routing	Counter[5]$_DFF_PP0_	Counter[5]$_DFF_PP0_	510	1
after CTS	Counter[5]$_DFF_PP0_	Counter[5]$_DFF_PP0_	480	1
==> per-layer routing <==
metal	part of all wire, %	GRT usage, %	up-vias
met4	3.1	5.68	0
met5	0	0	-
met2	42	31.1	67
met1	51	34.8	1466
li1	-	-	1503
met3	3.9	2.86	22
==> critical path: stages (launching register included) <==
cell and delay (ps):
dfrtp_1 480, or4_4 590, nor2_1 180, a21oi_1 90, nor2_1 140, ha_1 310
nand2_1 150, nor2_1 50, a2111oi_0 750, xnor2_1 190, nor2_1 80, o31ai_2 260
Power figures rest on the tool's default switching activity, not on a simulated workload.
