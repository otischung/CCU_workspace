## config.mk

```make
export PLATFORM = sky130hd
export DESIGN_NAME = RCA_16bit
export DESIGN_NICKNAME = RCA_16bit
export VERILOG_FILES = /design/flow/design.v
export SDC_FILE = /design/flow/constraint.sdc
export NUM_CORES = 4
export LEC_CHECK = 1
export CORE_AREA = 10 10 83 83
export DIE_AREA = 0 0 93 93
```

## constraint.sdc

```tcl
current_design RCA_16bit

set clk_period 6.4
set clk_io_pct 0.2

create_clock -name clk0 -period $clk_period

set non_clock_inputs [all_inputs -no_clocks]
set_input_delay [expr $clk_period * $clk_io_pct] -clock clk0 $non_clock_inputs
set_output_delay [expr $clk_period * $clk_io_pct] -clock clk0 [all_outputs]
```

## run.sh

```bash
#!/bin/bash
# OpenROAD 26Q1-2900-gdf79404cd8, Yosys 0.63+post, stock flow scripts
make -C /OpenROAD-flow-scripts/flow DESIGN_CONFIG=/design/flow/config.mk WORK_HOME=/design/flow/orfs finish
```

## design.v

```verilog
`timescale 1ns / 1ps
module RCA_16bit(a, b, cin, sum, cout);   
    input [15:0] a, b;
    input cin;
    output [15:0] sum;
    output cout;
    wire [14:0] c;
	fulladder FA01(a[0], b[0], cin,  sum[0], c[0]);
	fulladder FA02(a[1], b[1], c[0], sum[1], c[1]);
	fulladder FA03(a[2], b[2], c[1], sum[2], c[2]);
	fulladder FA04(a[3], b[3], c[2], sum[3], c[3]);
	fulladder FA05(a[4], b[4], c[3], sum[4], c[4]);
	fulladder FA06(a[5], b[5], c[4], sum[5], c[5]);
	fulladder FA07(a[6], b[6], c[5], sum[6], c[6]);
	fulladder FA08(a[7], b[7], c[6], sum[7], c[7]);
	fulladder FA09(a[8], b[8], c[7], sum[8], c[8]);
	fulladder FA10(a[9], b[9], c[8], sum[9], c[9]);
	fulladder FA11(a[10], b[10], c[9], sum[10], c[10]);
	fulladder FA12(a[11], b[11], c[10], sum[11], c[11]);
	fulladder FA13(a[12], b[12], c[11], sum[12], c[12]);
	fulladder FA14(a[13], b[13], c[12], sum[13], c[13]);
	fulladder FA15(a[14], b[14], c[13], sum[14], c[14]);
	fulladder FA16(a[15], b[15], c[14], sum[15], cout);
endmodule
module fulladder(a, b, cin, sum, cout);   
	input a, b, cin;
	output sum, cout;
	wire s, c1, c2, c3, c4;
	xorgate fas1(a, b, s);		 
	xorgate fas2(s, cin, sum);	 
	andgate fac1(a, b, c1);		 
	andgate fac2(a, cin, c2);	 
	andgate fac3(b, cin, c3);	 
	orgate fac4(c1, c2, c4);	 
	orgate fac5(c3, c4, cout);	 
endmodule
module xorgate (a, b, out);		 
	input a, b;
	output out;
	wire w1, w2;
	andgate xor1(a, ~b, w1);	 
	andgate xor2(~a, b, w2);	 
	orgate xor3(w1, w2, out);	 
endmodule
module andgate (a, b, out);
	input a, b;
	output reg out;
	always @(*) begin
		#10 out <= a & b;  
	end
endmodule
module orgate (a, b, out);
	input a, b;
	output reg out;
	always @(*) begin
		#4 out <= a | b;  
	end
endmodule
```

==> out/results.tsv <==
metric	value	unit
Post-DRT Antenna Nets	0	
Post-synth top cells	16 x buf_4, 16 x fa_1, 10 x inv_1	
Inserted Diodes	0	
First DRT Iteration DRCs	1	
largest area contributor in the netlist	fa_1	
Hold Fails Final Rpt	0	
Syn Std Cell Area	478	um2
DR vias/cell	2.67	
std cell rows	26	
CP required	5120	ps
cell count in the Yosys report	42	
Max Cap Viol	0	
detailed placer's ending HPWL	1500	um
Max Clk Rate	0.119	GHz
Pwr Density	80.7	mW/mm2
leakage	0.000361	uW
VDD IR max	0.0232	mV
die width	93	um
CP Capture Type	output pin	
Max Slew Vio Count	0	
Min Hold Slack	3320	ps
1st-pass router iterations	2	
final period utilization	131	%
# IOs	50	
Mean Syn Cell Area	11.4	um2
Slew @ Worst Pin	112	ps
Port Buffers	50	
Crit Path Class	in -> out	
Cells after Synth	42	
worst-path maximum fanout	1	
Die H	93	um
FILL cells	586	
Post-CTS Setup Bufs	0	
first-pass GRT wire length	2390	um
vias in the first global route	476	
final setup fails	7	
failing checks	negative setup slack	
post-synth area from yosys stat	478	um2
Netlist cell types	3	
outcome	complete, but fails checks	
CLK BUF	0	
Synth area leaders	fa_1 67%, buf_4 25%, inv_1 7.9%	
Placement Cell Area	0.00100	mm2
RSZ-0062 raised after global routing	yes	
PnR worst setup slack	-2010	ps
initial core utilization	9.30	%
area of the core	0.00514	mm2
Total GRT Usage	3.37	%
Final Critical Period	8410	ps
HP Start	cin	
fin area	970	um2
flip-flops	0	
Log Warnings	35	
Final TNS setup	-8620	ps
yosys warns	2	
worst rel slew slack	92.5	%
hold crit path type	in -> out	
final WL	1520	um
GPL Wtd Cong	0.758	
P&R area growth vs syn	103	%
initial antenna violation count	0	
DR WL/cell	10.4	um
Synth top area share	67.0	%
via count	390	
Die Area	0.00865	mm2
Hold Path Depth	5	
register area	0	um2
DRC Markers	0	
Seq share, synth	0	%
Hold Path End	sum[0]	
pin count of the biggest net entering global routing	2	
share of cells above drive strength 1	43.4	%
crit start category	input pin	
grt ovf	0	
CP arrival	7130	ps
-- cells by family after synthesis --
| kind of cell | count (synthesis) | share of synthesized area, % |
|---|---|---|
| adder cells (fa/ha/maj) | 16 | 67.0 |
| buffers and inverters | 26 | 33.0 |
-- metal layers --
metal,GRT usage [%],up-vias,part of all wire [%]
met5,0,-,0
met4,0,0,0
met3,3.47,0,30
met2,3.56,50,26
met1,4.75,172,44
li1,-,168,-
-- final cells by class --
class / instances / area, um2 / area share [%]
Timing Repair Buffer: 50 / 464 / 47.9
Inverter: 10 / 57.6 / 5.94
Tap cell: 70 / 87.6 / 9.03
Multi-Input combinational cell: 16 / 360 / 37.2
-- worst max-delay path, stage by stage --
cell	delay, ps
buf_8	110
inv_12	40
fa_2	170
inv_2	40
fa_2	340
fa_2	380
fa_2	350
fa_2	350
fa_2	340
fa_2	340
fa_2	350
fa_2	350
fa_2	340
fa_2	350
fa_2	340
fa_2	340
fa_2	350
fa_2	340
inv_2	60
fa_2	420
inv_2	50
buf_2	80
-- cell usage in the layout, fill, tap and decap left out --
cell type and n:
buf_6 2, buf_2 8, clkdlybuf4s50_1 36, fa_2 16, inv_4 1, inv_1 4, dlygate4sd2_1 3, inv_12 1
buf_8 1, inv_2 3, clkinv_4 1
-- worst max path at each step --
stage,from,end,slack [ps],cells after the start
final,a[0],sum[15],-2010,22
after global routing,cin,sum[15],-2170,22
after CTS,a[0],sum[15],-2420,22
-- per-stage QoR --
stage	utilization [%]	std cells	total power (uW)	setup slack [ps]
2_1_floorplan	-	42	45.6	-1750
3_3_place_gp	19.5	146	90.9	-2880
3_5_place_dp	19.5	146	91.0	-2910
4_1_cts	18.8	146	81.7	-2420
5_1_grt	18.9	146	89.4	-2170
6_report	18.9	146	78.3	-2010
-- power breakdown --
| group | switching [uW] | internal [uW] |
|---|---|---|
| logic | 24.0 | 54.3 |
| clock network | 0 | 0 |
| registers | 0 | 0 |
| total | 24.0 | 54.3 |
-- what timing repair did --
item,4_1_cts,5_1_grt
gates resized,45,3
endpoints found under the setup margin,10,9
pin swaps,16,16
hold buffers,0,0
Power and IR drop assume default switching activity.
