==> /design/flow/run.sh <==
#!/bin/bash
# OpenROAD 26Q1-2900-gdf79404cd8, Yosys 0.63+post, stock flow scripts
make -C /OpenROAD-flow-scripts/flow DESIGN_CONFIG=/design/flow/config.mk WORK_HOME=/design/flow/orfs finish
==> /design/flow/config.mk <==
export PLATFORM = sky130hd
export DESIGN_NAME = Lab4
export DESIGN_NICKNAME = Lab4
export VERILOG_FILES = /design/flow/design.v
export SDC_FILE = /design/flow/constraint.sdc
export NUM_CORES = 4
export LEC_CHECK = 1
export CORE_AREA = 10 10 73 73
export DIE_AREA = 0 0 83 83
==> /design/flow/constraint.sdc <==
current_design Lab4

set clk_period 7.6
set clk_io_pct 0.2

create_clock -name clk0 -period $clk_period

set non_clock_inputs [all_inputs -no_clocks]
set_input_delay [expr $clk_period * $clk_io_pct] -clock clk0 $non_clock_inputs
set_output_delay [expr $clk_period * $clk_io_pct] -clock clk0 [all_outputs]
==> /design/flow/design.v <==
module AND2X1(A, B, Y);
    input A, B;
    output Y;
    assign Y = A & B;
endmodule 
module OR2X1(A, B, Y);
    input A, B;
    output Y;
    assign Y = A | B;
endmodule 
module NAND2X1(A, B, Y);
    input A, B;
    output Y;
    assign Y = !(A & B);
endmodule 
module XOR2X1(A, B, Y);
    input A, B;
    output Y;
    assign Y = (A & !B) | (!A & B);
endmodule 
module NOR2X1(A, B, Y);
    input A, B;
    output Y;
    assign Y = !( A | B );
endmodule 
module INVX1(A, Y);
    input A;
    output Y;
    assign Y = !A;
endmodule 
module Lab4(a, b, p);
	input [3:0] a, b;
	output [7:0] p;
	wire [3:0] w[0:4];
	wire [7:0] s[0:2];
	wire c[0:3];
	MUX_4bit M1(a, 4'b0000, b[0], w[0]);
	MUX_4bit M2(a, 4'b0000, b[1], w[1]);
	MUX_4bit M3(a, 4'b0000, b[2], w[2]);
	MUX_4bit M4(a, 4'b0000, b[3], w[3]);
	ADD_8bit A1({4'b0000, w[0]}, {3'b000, w[1], 1'b0}, 1'b0, s[0], c[0]);
	ADD_8bit A2(s[0], {2'b00, w[2], 2'b00}, 1'b0, s[1], c[1]);
	ADD_8bit A3(s[1], {1'b0, w[3], 3'b000}, 1'b0, p, c[2]);
endmodule
module ADD_8bit(a, b, cin, s, cout);
	input [7:0] a, b;
	input cin;
	output [7:0] s;
	output cout;
	wire c;
	ADD_4bit A1(a[3:0], b[3:0], cin, s[3:0], c);
	ADD_4bit A2(a[7:4], b[7:4], c, s[7:4], cout);
endmodule
module ADD_4bit(a, b, cin, s, cout);
	input [3:0] a, b;
	input cin;
	output [3:0] s;
	output cout;
	wire [3:1] c;
	FA FA1(a[0], b[0], cin, s[0], c[1]);
	FA FA2(a[1], b[1], c[1], s[1], c[2]);
	FA FA3(a[2], b[2], c[2], s[2], c[3]);
	FA FA4(a[3], b[3], c[3], s[3], cout);
endmodule
module MUX_4bit(a, b, sel, out);
	input [3:0] a, b;
	input sel;
	output [3:0] out;
	MUX M1(a[0], b[0], sel, out[0]);
	MUX M2(a[1], b[1], sel, out[1]);
	MUX M3(a[2], b[2], sel, out[2]);
	MUX M4(a[3], b[3], sel, out[3]);
endmodule
module MUX(a, b, sel, out);   
	input a, b, sel;
	output out;
	wire aa, ba;
	AND2X1 A1(a, sel, aa);
	AND2X1 A2(b, ~sel, ba);
	OR2X1 O1(aa, ba, out);
endmodule
module FA(a, b, cin, s, cout);
	input a, b, cin;
	output s, cout;
	wire x, a1, a2;
	XOR2X1 X1(a, b, x);
	XOR2X1 X2(x, cin, s);
	AND2X1 A1(a, b, a1);
	AND2X1 A2(x, cin, a2);
	OR2X1 O1(a1, a2, cout);
endmodule
==> design notes <==
The run finished with clean final reports. Detailed placement finished with a half-perimeter wire length of 824 µm. In the finished layout, the clock tree contains a buffer count of 0.

After detailed routing, the average wire length per cell comes to 7.60 µm. The arrival time of data at the critical path endpoint is 5.85 ns. The number of warnings printed during yosys synthesis is 1.

Per the post-route antenna check, the number of violating nets is 0. The number of design rule violations left after detail routing is 0, and the mux cell area share after synthesis is 0%. For the via count of the routed design, the log shows 308.

Of all cell types, the one taking the most synthesized area is sky130_fd_sc_hd__fa_1. The worst ir drop on vdd was 0.0205 mV; the number of cells produced by synthesis was 48. The placement summary gives the final routability congestion estimate as 0.756. With the number of pins exceeding their max-slew limit in the final report at 0, the maximum number of pins on one net before global-route repair is 5.

Setup repair after global routing left no endpoint under its margin. Startpoint type of the worst setup path: an input pin. The chip width came out at 83 µm.

With the adder and majority cell fraction of the synthesized area at 52.8%, the summed negative setup slack over all endpoints is 0 ns. Wire length after detailed routing: 821 µm. The script computed a power per unit cell area of 71.4 mW/mm².

Normalized max-slew margin: 89.9%. The last timing report of the flow puts the setup violation total at 0. Of the available clock period, the critical path in the final layout requires 97.0%. STA classifies the critical path endpoint as a primary output.

Biggest combinational cell group after synthesis: adder cells. For the initial antenna violation count, the log shows 0. The number of setup buffers added after CTS is 0.

The floorplan step set the die height to 83 µm. The simple-gate portion of the synthesized area was 20.8%; the summed instance area of the synthesized netlist was 398 µm². The share of the core area taken by cells at floorplan is 10.6%. The growth of design area from synthesis to finish was 50.3%; the leftover overflow at the end of global routing was 0. The placement report lists the number of port buffers as 16.

Warnings raised by the tools during the run amount to 32. The synth_stat.txt file lists the number of cells as 48. Looking at the power breakdown, sequential logic takes 0% of the total. The global-route wire length before repair is 1520 µm, and the post-synthesis chip area from yosys is 398 µm². The total number of sequential cells is 0, and the area of the core region is 0.00374 mm². The count of antenna diodes in the layout came out at 0.

Per the timing report, the biggest fanout along the worst path comes to 2. The post-route netlist has 13.3% of its cells at a drive strength greater than 1. The via density per instance works out to 2.85. The run gives 0.00689 mm² as the die area.

With the leakage power figure at 0.000267 µW, the complex-gate fraction of the synthesized area is 0%. The area fraction of the dominant cell type after synthesis is 40.3%. The flow reports that the clock network draws 0% of the design power. The worst setup slack before clock tree synthesis came out at 0.0770 ns. The first routing iteration left 0 violations. The critical path in the final layout is reported with a setup slack of 0.229 ns.

The top achievable clock speed is 136 MHz. For the post-place instance area, the log shows 588 µm². The post-synthesis xor/xnor area fraction is 0%. The switching power of the nets was 15.1 µW. The average cell area after synthesis came out at 8.29 µm².

Data on the critical path is required at its endpoint by 6.08 ns. The combinational share of power was 100.0%. The number of global-route vias before repair came out at 356.

The tool flagged a number of max-cap violations equal to 0. With fillers left out, the area of the finished cells amounts to 598 µm². Of the synthesized area, sequential elements account for 0%. The power report shows net switching accounting for 35.4% of the total. With the first-pass iteration count of the detailed router at 1, the count of pins on the block boundary is 16. Path type of the worst setup path: input pin to primary output.

The clock period minus worst slack works out to 7.37 ns. The gate-level netlist out of Yosys references 6 unique cell types. The measured slew at the worst slew-check pin is 0.151 ns, and the count of standard-cell rows is 22. Path class of the lowest-slack min-delay path: input pin to primary output. The final timing report lists a hold violation count of 0. Per the layout area report, the register area comes to 0 µm². The cell internal power dissipation came out at 27.6 µW.

By area the synthesized netlist is led by sky130_fd_sc_hd__fa_1, sky130_fd_sc_hd__buf_4, sky130_fd_sc_hd__and2_1, sky130_fd_sc_hd__ha_1, sky130_fd_sc_hd__inv_1. The run gives 2.49% for the global router's overall resource usage.
-- layout make-up --
cell class,count,area (µm²)
Fill cell,437,3150
Multi-Input combinational cell,28,303
Timing Repair Buffer,20,190
Tap cell,48,60.1
Inverter,12,45.0
-- layer usage --
metal	track usage, %	part of all wire [%]
met5	0	0
met4	0	0
met3	0.591	5.8
met2	4.33	46
met1	3.20	48
-- Yosys cell counts --
master and count:
sky130_fd_sc_hd__and2_1 9, sky130_fd_sc_hd__ha_1 4, sky130_fd_sc_hd__fa_1 8, sky130_fd_sc_hd__inv_1 12
sky130_fd_sc_hd__buf_4 8, sky130_fd_sc_hd__nand2_1 7
-- worst paths after layout --
check	startpoint	endpoint	slack, ns	depth (start not counted)
max	b[0]	p[6]	0.23	15
min	a[0]	p[0]	4.15	4
-- cell usage in the layout, fill, tap and decap left out --
| master | netlist | final |
|---|---|---|
| sky130_fd_sc_hd__inv_1 | 12 | 12 |
| sky130_fd_sc_hd__ha_1 | 4 | 4 |
| sky130_fd_sc_hd__fa_1 | 8 | 4 |
| sky130_fd_sc_hd__buf_4 | 8 | 4 |
| sky130_fd_sc_hd__fa_2 | 0 | 4 |
| sky130_fd_sc_hd__and2_1 | 9 | 9 |
| sky130_fd_sc_hd__clkdlybuf4s50_1 | 0 | 16 |
| sky130_fd_sc_hd__nand2_1 | 7 | 7 |
-- critical path, cell delays in order --
cell	delay [ns]
sky130_fd_sc_hd__clkdlybuf4s50_1	0.47
sky130_fd_sc_hd__and2_1	0.13
sky130_fd_sc_hd__ha_1	0.13
sky130_fd_sc_hd__inv_1	0.04
sky130_fd_sc_hd__fa_1	0.37
sky130_fd_sc_hd__fa_1	0.49
sky130_fd_sc_hd__inv_1	0.06
sky130_fd_sc_hd__fa_2	0.38
sky130_fd_sc_hd__fa_2	0.52
sky130_fd_sc_hd__inv_1	0.05
sky130_fd_sc_hd__fa_2	0.38
sky130_fd_sc_hd__fa_2	0.34
sky130_fd_sc_hd__fa_1	0.44
sky130_fd_sc_hd__inv_1	0.07
sky130_fd_sc_hd__clkdlybuf4s50_1	0.46
-- through the flow --
stage               hold WS [ns]  instances  utilization, %  total power, µW
global route                4.21        108            16.0             50.3
finish                      4.15        108            16.0             42.7
CTS                         4.17        108            15.7             44.4
detailed placement          4.17        108            15.7             44.0
global placement            4.16        108            15.7             43.7
floorplan                   3.22         48               -             26.0
-- timing repair --
action	4_1_cts	5_1_grt
setup endpoints to repair	0	2
hold buffers	0	0
gates resized	0	4
hold endpoints to repair	0	0
-- power by group through the flow --
stage         clock network [µW]  logic [µW]  registers, µW
CTS                            0        44.4              0
global route                   0        50.3              0
finish                         0        42.7              0
-- kinds of logic (layout without fill, tap and decap cells) --
kind of cell  after synthesis  in the layout
buf+inv                    20             32
fa+ha+maj                  12             12
simple gates               16             16
Power figures rest on the tool's default switching activity, not on a simulated workload.
